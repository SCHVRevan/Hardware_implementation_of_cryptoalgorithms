==> /design/flow/design.v <==
module tea_iterative (
  input logic rst,
  input logic clk,
  input logic [127:0] key,
  input logic [63:0] s_axis_tdata,
  input logic s_axis_tvalid,
  output logic s_axis_tready,
  output logic [63:0] m_axis_tdata,
  output logic m_axis_tvalid,
  input logic m_axis_tready
);
  parameter [1:0] IDLE = 2'b00, ENC_1 = 2'b01, ENC_2 = 2'b10, DONE = 2'b11;
  logic [1:0] next_state, state = IDLE;
  logic [63:0] block, enc_block;
  logic [31:0] sum = 32'h9e3779b9;
  logic [4:0] counter = 5'd0;  
  logic last_round;
  assign last_round = &counter;
  always @(*) begin
    next_state = state;
    case(state)
      IDLE: if (s_axis_tvalid) next_state = ENC_1;
      ENC_1: next_state = ENC_2;
      ENC_2: next_state = last_round ? DONE : ENC_1;
      DONE: if (m_axis_tready) next_state = IDLE;
      default: next_state = IDLE;
    endcase
  end
  always @(posedge clk) begin
    if (rst) state <= IDLE;
    else state <= next_state;
  end
  always @(posedge clk) begin
    if (rst) begin
      counter <= 5'd0;
      block <= 64'd0;
    end else begin
      case (state)
        IDLE: begin
          counter <= 5'd0;
          if (s_axis_tvalid) block <= s_axis_tdata;
        end
        ENC_2: begin
          counter <= counter + 1;
          block <= enc_block;
        end
      endcase
    end
  end
always @(*) begin
  case(counter)
    5'd0: sum = 32'h9e3779b9;
    5'd1: sum = 32'h3c6ef372;
    5'd2: sum = 32'hdaa66d2b;
    5'd3: sum = 32'h78dde6e4;
    5'd4: sum = 32'h1715609d;
    5'd5: sum = 32'hb54cda56;
    5'd6: sum = 32'h5384540f;
    5'd7: sum = 32'hf1bbcdc8;
    5'd8: sum = 32'h8ff34781;
    5'd9: sum = 32'h2e2ac13a;
    5'd10: sum = 32'hcc623af3;
    5'd11: sum = 32'h6a99b4ac;
    5'd12: sum = 32'h08d12e65;
    5'd13: sum = 32'ha708a81e;
    5'd14: sum = 32'h454021d7;
    5'd15: sum = 32'he3779b90;
    5'd16: sum = 32'h81af1549;
    5'd17: sum = 32'h1fe68f02;
    5'd18: sum = 32'hbe1e08bb;
    5'd19: sum = 32'h5c558274;
    5'd20: sum = 32'hfa8cfc2d;
    5'd21: sum = 32'h98c475e6;
    5'd22: sum = 32'h36fbef9f;
    5'd23: sum = 32'hd5336958;
    5'd24: sum = 32'h736ae311;
    5'd25: sum = 32'h11a25cca;
    5'd26: sum = 32'hafd9d683;
    5'd27: sum = 32'h4e11503c;
    5'd28: sum = 32'hec48c9f5;
    5'd29: sum = 32'h8a8043ae;
    5'd30: sum = 32'h28b7bd67;
    5'd31: sum = 32'hc6ef3720;
    default: sum = 32'h9e3779b9;
  endcase
end
tea_round round_inst (
  .clk (clk),
  .idata (block),
  .sum (sum),
  .key (key),
  .odata (enc_block)
);
assign m_axis_tdata = block;
assign m_axis_tvalid = (state == DONE);
assign s_axis_tready = (state == IDLE);
endmodule
module tea_round (
  input logic clk,
  input logic [63:0] idata,
  input logic [31:0] sum,
  input logic [127:0] key,
  output logic [63:0] odata
);
  logic [31:0] zl4, zr5, z_sum;
  logic [31:0] yl4, yr5, y_sum;
  logic [31:0] y_new, z_new;
  always @(posedge clk) begin
    zl4 = {idata[27:0], 4'b0000} + key[127:96];
    zr5 = {5'd0, idata[31:5]} + key[95:64];
    z_sum = idata[31:0] + sum;
    y_new = idata[63:32] + (zl4 ^ z_sum ^ zr5);
  end
  always @(posedge clk) begin
    yl4 = {y_new[27:0], 4'b0000} + key[63:32];
    yr5 = {5'd0, y_new[31:5]} + key[31:0];
    y_sum = y_new + sum;
    z_new = idata[31:0] + (yl4 ^ y_sum ^ yr5);
  end
assign odata = {y_new, z_new};
endmodule
==> /design/flow/run.sh <==
#!/bin/bash
# OpenROAD 26Q1-2900-gdf79404cd8, Yosys 0.63+post, stock flow scripts
make -C /OpenROAD-flow-scripts/flow DESIGN_CONFIG=/design/flow/config.mk WORK_HOME=/design/flow/orfs finish
==> /design/flow/config.mk <==
export PLATFORM = sky130hd
export DESIGN_NAME = tea_iterative
export DESIGN_NICKNAME = tea_iterative
export VERILOG_FILES = /design/flow/design.v
export SDC_FILE = /design/flow/constraint.sdc
export NUM_CORES = 4
export LEC_CHECK = 1
export CORE_UTILIZATION = 30
==> /design/flow/constraint.sdc <==
current_design tea_iterative

set clk_period 19.0
set clk_io_pct 0.2

create_clock -name clk0 -period $clk_period [get_ports {clk}]

set non_clock_inputs [all_inputs -no_clocks]
set_input_delay [expr $clk_period * $clk_io_pct] -clock clk0 $non_clock_inputs
set_output_delay [expr $clk_period * $clk_io_pct] -clock clk0 [all_outputs]
==> impl_metrics.csv <==
group,metric,value,unit
outcome,outcome,"finished, final reports clean",
setup_path,setup.worst_path.class,"primary input to register",
logic_synthesis,ys_area,17000,um2
logic_synthesis,ys_cells,2112,
drt,viasPerCell,5.34,
timing,worstMarginPinSlew,933,ps
power_and_ir_drop,comb_power_share,80.5,%
clocking,cts_setup_buffers,0,
setup_path,reg2reg_to,"round_inst.y_new[31]",
clocking,cts_resized,0,
power_and_ir_drop,pwr_density_cell,222,nW/um2
grt,grt_max_degree,74,
timing,rsz0062_at_grt,"no",
clocking,root_buffer,"clkbuf_16",
power_and_ir_drop,power.switching,2.45,mW
setup_path,path_max_fanout,6,
finish,nFillCells,5561,
clocking,postCtsHoldBufs,0,
grt,antenna_found_initial,2,
hold_path,hp-start,"block[32]",
setup_path,ff2ff_path_depth,26,
setup_path,crit_path_end_kind,"register",
logic_synthesis,synthArstFlopShare,0,%
timing,finalSetupViolations,0,
floorplanning,die_area,57700,um2
drt,drt_pass1_iterations,5,
run,warnings,38,
grt,grt-ovfl-total,0,
timing,setup_tns,0,ps
timing,fin_hold_ws,527,ps
placed_design,gp_congestion,0.945,
clocking,htree_num_levels,4,
setup_path,start_kind,"primary input",
logic_synthesis,synth-warning-count,2,
setup_path,timing.rr.start,"counter[0]",
power_and_ir_drop,clockPowerShare,7.8,%
clocking,clock_path_buffers,2,
timing,slew_headroom,37.2,%
power_and_ir_drop,netSwitchingFraction,52.3,%
logic_synthesis,synth_flops,135,
logic_synthesis,netlist_area,17000,um2
timing,finalHoldViolations,0,
timing,final_max_slew_viol_count,0,
drt,drt_iter0_drc,1200,
floorplanning,core,55600,um2
placed_design,placed_area,20500,um2
timing,max_freq,112,MHz
floorplanning,rows,86,
finish,stdcell_area,21100,um2
clocking,clock-sinks,135,
drt,postRouteAntennaNets,0,
drt,drc,0,
grt,grt_pass1_vias,15700,
grt,grt_usage,22.6,%
clocking,cts_buffers,17,
placed_design,port_buffers,261,
logic_synthesis,edf_count,0,
floorplanning,pin_count,262,
finish,drive_above_1_share,3.01,%
hold_path,worstHoldPathType,"register to register",
drt,wl,64800,um
setup_path,reg2reg_slack,11010,ps
logic_synthesis,area_leaders,"ha_1, xnor2_1, dfxtp_1",
placed_design,place_ws,9630,ps
logic_synthesis,synth.top_cell.area_share,18.3,%
floorplanning,fp_util,30.6,%
logic_synthesis,syn_inst,2112,
clocking,clkTransAtPathRegs,70,ps
power_and_ir_drop,seqPwrFrac,11.7,%
grt,grt_pass1_wl,95700,um
logic_synthesis,avgSynthCellArea,8.07,um2
floorplanning,die_height,240,um
logic_synthesis,synth_seq_share,15.9,%
clocking,cts_tree,"done",
logic_synthesis,synth.distinct_cells,74,
floorplanning,die_x,240,um
finish,area_delta_synth_final,23.8,%
hold_path,hold_depth,2,
timing,fin_crit,8930,ps
logic_synthesis,yosys.area.top_type,"ha_1",
logic_synthesis,ff_type,"dfxtp_1",
setup_path,critical_path_arrival,9280,ps
hold_path,holdPathEnd,"block[32]",
power_and_ir_drop,p_leak,8.77,nW
timing,finalCritPeriodShare,47.0,%
run,drv_cap,0,
placed_design,place_hpwl,53400,um
timing,clock_skew,14.5,ps
setup_path,cp.required,19360,ps
clocking,clkLatencyLatePin,490,ps
timing,setup_ws,10070,ps
power_and_ir_drop,p_int,2.24,mW
power_and_ir_drop,ir_worst_vdd,128,uV
drt,vias,16600,
drt,wl_per_cell,20.9,um
[cells in the final DEF (no fill, tap or decap), drive strengths merged, types with 5 or more instances in the layout]
| master | count |
|---|---|
| xnor2 | 309 |
| clkdlybuf4s50 | 260 |
| ha | 249 |
| a21oi | 223 |
| nor2 | 173 |
| dfxtp | 135 |
| o21ai | 121 |
| nand2 | 118 |
| a21o | 107 |
| a211oi | 82 |
| mux2i | 71 |
| inv | 64 |
| xor2 | 57 |
| nand3 | 42 |
| nor3 | 29 |
| o21bai | 23 |
| nand2b | 21 |
| nand4 | 20 |
| a31oi | 20 |
| o21a | 19 |
| o211ai | 19 |
| nor2b | 18 |
| clkbuf | 17 |
| buf | 12 |
| o31ai | 11 |
| and3 | 10 |
| fa | 8 |
| a21boi | 8 |
| and2 | 7 |
| a41oi | 6 |
| or3 | 6 |
| a31o | 6 |
| a211o | 5 |
| o22ai | 5 |
| a22oi | 5 |
[sequential cells by signal (all words and copies together), names as in the netlist]
signal            flops
block                64
round_inst.y_new     32
round_inst.z_new     32
counter               5
state                 2
[cell type report]
| class | count | area [um2] | area share, % |
|---|---|---|---|
| clock inverters | 15 | 195 | 0.926 |
| multi-input cells | 1866 | 13900 | 66.1 |
| well taps | 748 | 936 | 4.44 |
| repair buffers | 272 | 2690 | 12.8 |
| inverters | 53 | 199 | 0.944 |
| diodes | 1 | 2.50 | 0.0119 |
| clock buffers | 17 | 425 | 2.02 |
| flip-flops and latches | 135 | 2700 | 12.8 |
[cells in the mapped netlist, drive strengths merged (10+ instances only)]
| master | n |
|---|---|
| nor3 | 29 |
| o21a | 19 |
| mux2i | 71 |
| and3 | 10 |
| ha | 249 |
| dfxtp | 135 |
| nand2b | 21 |
| nand4 | 20 |
| a31oi | 20 |
| o21bai | 23 |
| buf | 14 |
| xnor2 | 309 |
| o211ai | 19 |
| o31ai | 11 |
| a21o | 107 |
| nor2 | 173 |
| clkbuf | 44 |
| a21oi | 223 |
| inv | 53 |
| nand2 | 118 |
| o21ai | 121 |
| nor2b | 18 |
| xor2 | 57 |
| nand3 | 42 |
| a211oi | 82 |
[how the worst max path moves through the flow]
stage / start / endpoint / cells after the start
CTS: key[64] / round_inst.y_new[31] / 21
global route: key[64] / round_inst.y_new[31] / 21
finish: key[64] / round_inst.y_new[31] / 21
[metal layers]
metal | wire (um) | track usage (%) | up-vias
met4 | 1280 | 3.94 | 2
met3 | 3630 | 2.91 | 56
met1 | 30900 | 33.8 | 7775
met5 | 10 | 0 | -
li1 | - | - | 8245
met2 | 29000 | 35.4 | 502
[stage by stage]
step                std cells  power, mW  utilization, %
global route             3107       5.04            37.9
finish                   3107       4.69            37.9
CTS                      3106       4.65            37.9
floorplan                2112       3.24               -
detailed placement       3074       4.26            36.8
global placement         3074       4.26            36.8
[worst max-delay path, cell delays in order]
cell             delay [ps]
clkdlybuf4s50_1         410
ha_1                    240
fa_1                    410
a21o_1                  200
a31oi_1                 250
o31ai_1                 200
a2111oi_2               480
o31ai_1                 180
a31oi_1                 360
o21ai_1                 150
xnor2_1                 170
xnor2_1                 360
ha_1                    380
a2111oi_0               420
nand3_1                 120
o21ai_1                 270
o21ai_0                 150
a21oi_1                 290
o21ai_0                 120
o21ai_0                  90
xnor3_1                 230
[logic make-up after synthesis]
family	after synthesis	synth area share [%]
AND/OR/NAND/NOR	463	12.3
buffers and inverters	111	2.45
flip-flops	135	15.9
multiplexers	73	4.44
adder cells (fa/ha/maj)	257	19.2
AND-OR/OR-AND	706	26.8
XOR/XNOR	367	18.9
[power by group through the flow]
stage                 Combinational (mW)  Clock (mW)  Sequential, mW
after CTS                           3.73       0.373           0.549
after global routing                4.11       0.384           0.555
final                               3.78       0.365           0.549
Power figures rest on the tool's default switching activity, not on a simulated workload.
