<file path="flow/design.v">
module s_box (
	input logic [3:0] a,
	output logic [3:0] y
);
	always @(a) begin
		case(a)
			4'b0000: y = 4'b1110;
			4'b0001: y = 4'b0100;
			4'b0010: y = 4'b1101;
			4'b0011: y = 4'b0001;
			4'b0100: y = 4'b0010;
			4'b0101: y = 4'b1111;
			4'b0110: y = 4'b1011;
			4'b0111: y = 4'b1000;
			4'b1000: y = 4'b0011;
			4'b1001: y = 4'b1010;
			4'b1010: y = 4'b0110;
			4'b1011: y = 4'b1100;
			4'b1100: y = 4'b0101;
			4'b1101: y = 4'b1001;
			4'b1110: y = 4'b0000;
			4'b1111: y = 4'b0111;
		endcase
	end
endmodule
module p_box (
	input logic [3:0] a,
	output logic [3:0] y
);
	always @(a) begin
		case(a)
			4'b0000: y = 4'b0000;
			4'b0001: y = 4'b0010;
			4'b0010: y = 4'b0100;
			4'b0011: y = 4'b0110;
			4'b0100: y = 4'b1000;
			4'b0101: y = 4'b1010;
			4'b0110: y = 4'b1100;
			4'b0111: y = 4'b1110;
			4'b1000: y = 4'b0001;
			4'b1001: y = 4'b0011;
			4'b1010: y = 4'b0101;
			4'b1011: y = 4'b0111;
			4'b1100: y = 4'b1001;
			4'b1101: y = 4'b1011;
			4'b1110: y = 4'b1101;
			4'b1111: y = 4'b1111;
		endcase
	end
endmodule
module sp_round (
	input logic [3:0] a,
	output logic [3:0] y
);
	logic [3:0] tmp;
	s_box in_s_box (a, tmp);
	p_box out_p_box (tmp, y);
endmodule
</file>
<file path="flow/config.mk">
export PLATFORM = sky130hd
export DESIGN_NAME = sp_round
export DESIGN_NICKNAME = sp_round
export VERILOG_FILES = /design/flow/design.v
export SDC_FILE = /design/flow/constraint.sdc
export NUM_CORES = 4
export LEC_CHECK = 1
export CORE_AREA = 10 10 70 70
export DIE_AREA = 0 0 80 80
</file>
<file path="flow/run.sh">
#!/bin/bash
# OpenROAD 26Q1-2900-gdf79404cd8, Yosys 0.63+post, stock flow scripts
make -C /OpenROAD-flow-scripts/flow DESIGN_CONFIG=/design/flow/config.mk WORK_HOME=/design/flow/orfs finish
</file>
<file path="flow/constraint.sdc">
current_design sp_round

set clk_period 1.5
set clk_io_pct 0.2

create_clock -name clk0 -period $clk_period

set non_clock_inputs [all_inputs -no_clocks]
set_input_delay [expr $clk_period * $clk_io_pct] -clock clk0 $non_clock_inputs
set_output_delay [expr $clk_period * $clk_io_pct] -clock clk0 [all_outputs]
</file>
==> reports/metrics.yaml <==
crit_type: "primary input to output pin"
worstMarginPinSlew_ns: 0.216
ys_seq_share_pct: 0
syn2layout_area_growth_pct: 123
total_power_mw: 0.106
run_status: "completed"
n_antenna_cell: 0
instances_no_fill: 90
io_pins: 8
grt_first_pass_wirelength_um: 1060
maxCapViolations: 0
die-width_um: 80
min_path_cells: 6
core-area_um2: 3420
finalCriticalPeriod_ns: 1.48
cp_slowest_stage_delay_ns: 0.19
dieArea_um2: 6400
drt-vias-per-instance: 2.81
min_from: "a[1]"
finalInstanceArea_um2: 435
drive_above_1_share_pct: 52.3
wl_per_cell_um: 6.89
warnings: 38
nClkBuffers: 0
yosys_cells: 28
syn-mean-instance-area_um2: 6.97
critPathCaptureType: "output pin"
drc: 0
setup_viol: 0
slew_violations: 0
synthTopCellsByArea: "ha_1 (32%), a21oi_1 (10%), nor2_1 (7.7%), buf_6 (5.8%), inv_1 (5.8%)"
syn_area_um2: 195
max-slew-margin-rel_pct: 85.6
via_count: 253
dr.pass1.iters: 1
hp-class: "primary input to output pin"
dp.cells: 89
cpLargestDelayFamily: "AND-OR/OR-AND gates"
ys_warn_count: 2
cp-start-kind: "primary input"
cp_data_required_time_ns: 1.20
drtIter0Drc: 0
track_usage_pct: 1.85
yosys.area.top_type_share_pct: 32.1
grt_setup_unrepaired: "true"
fin_hold_ws_ns: 1.11
top_cells_by_count: "ha_1 (5), a21oi_1 (4), nor2_1 (4), inv_1 (3)"
period_used_pct: 98.4
crit_buf_inv: 3
wirelength_um: 620
path_cells: "buf_8 -> inv_4 -> ha_4 -> nand2b_4 -> o22ai_2 -> o21ba_1 -> buf_2"
die_h_um: 80
total_leakage_power_nw: 0.195
dpl_cell_area_um2: 382
hold_viol: 0
grt_max_degree: 6
flops: 0
grt_pass1_vias: 264
portBuffers: 8
crit_fanout: 2
max_freq_mhz: 677
largest_area_cell: "ha_1"
antenna_found_initial: 0
worst_slack_ns: 0.0234
top_cell: "ha_1"
power_density_nw_per_um2: 244
gr-total-overflow: 0
syn-instance-count: 28
cp_slowest_cell: "ha_4"
vdd.ir_drop.worst_mv: 0.0267
fp-utilization_pct: 5.71
yosysChipArea_um2: 195
fin_util_pct: 12.7
cp.arrival_ns: 1.18
post-place-ws_ns: -0.802
num_rows: 21
whs_endpoint: "y[3]"
gp_congestion: 0.715
setup_tns_ns: 0
ys_types: 14
ant_nets: 0
seq_area_um2: 0
-- cell type report --
class	count	area (um2)
Multi-Input combinational cell	24	218
Timing Repair Buffer	17	144
Fill cell	397	2980
Inverter	3	16.3
Tap cell	46	57.6
-- how the worst max path moves through the flow --
stage / from / to / slack (ns) / cells after the start
4_1_cts: a[1] / y[1] / -0.01 / 7
5_1_grt: a[1] / y[2] / -0.05 / 6
6_report: a[1] / y[1] / 0.02 / 7
-- cells by family (layout without fill, tap and decap cells) --
kind of cell	after synthesis	in the layout	synth area share (%)
buf+inv	4	20	11.5
mux	1	1	5.13
xor+xnor	1	1	4.49
simple gates	7	7	14.7
compound gates	10	10	32.1
fa+ha+maj	5	5	32.1
-- per-layer routing --
layer	vias up	track usage, %	share of wire (%)
li1	127	-	-
met1	118	2.24	46
met2	8	3.53	46
met3	0	0.227	6.9
met4	0	0	0
met5	-	0	0
-- worst min-delay path, cell delays in order --
cell and delay [ns]:
buf_8 0.08, buf_4 0.12, nor2_2 0.04, a2bb2oi_2 0.12
o21ai_1 0.06, clkbuf_2 0.09
-- power breakdown --
part,leakage (nW),switching (mW),internal (mW)
clock network,0,0,0
registers,0,0,0
logic,0.195,0.0426,0.0637
total,0.195,0.0426,0.0637
-- layout by cell type (no fill, tap or decap), drive strengths merged --
cell type / count
a21boi: 1
a21oi: 4
a2bb2oi: 1
buf: 13
clkbuf: 1
clkdlybuf4s15: 1
dlygate4sd2: 2
ha: 5
inv: 3
mux2i: 1
nand2: 2
nand2b: 1
nor2: 4
o21ai: 2
o21ba: 1
o22ai: 1
xnor2: 1
-- what timing repair did --
| item | 4_1_cts | 5_1_grt |
|---|---|---|
| resized | 35 | 5 |
| setup endpoints to repair | 4 | 4 |
| hold endpoints to repair | 0 | 0 |
| pin swaps | 3 | 1 |
| hold buffers | 0 | 0 |
| setup buffers | 1 | 0 |
Power is estimated from default activity; no workload was simulated.
