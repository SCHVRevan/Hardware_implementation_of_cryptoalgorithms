<file path="flow/config.mk">
export PLATFORM = sky130hd
export DESIGN_NAME = crc_v6
export DESIGN_NICKNAME = crc_v6
export VERILOG_FILES = /design/flow/design.v
export SDC_FILE = /design/flow/constraint.sdc
export NUM_CORES = 4
export LEC_CHECK = 1
export CORE_AREA = 10 10 70 70
export DIE_AREA = 0 0 80 80
</file>
<file path="flow/constraint.sdc">
current_design crc_v6

set clk_period 1.1
set clk_io_pct 0.2

create_clock -name clk0 -period $clk_period [get_ports {clk}]

set non_clock_inputs [all_inputs -no_clocks]
set_input_delay [expr $clk_period * $clk_io_pct] -clock clk0 $non_clock_inputs
set_output_delay [expr $clk_period * $clk_io_pct] -clock clk0 [all_outputs]
</file>
<file path="flow/design.v">
module crc_v6 (
  input logic rst,
  input logic clk,
  input logic data,
  output logic [12:0] crc
);
  logic main_xor;
  assign main_xor = data ^ crc[12];
  always @(posedge clk)
    if (rst) begin
      crc <= 13'b0;
    end else begin
      for(int i = 0; i < 13; i++) begin
        if (i == 0)
          crc[i] <= main_xor;
        else if (i == 1 || i == 3 || i == 4)
          crc[i] <= main_xor ^ crc[i-1];
        else
          crc[i] <= crc[i-1];
      end
    end
endmodule
</file>
<file path="flow/run.sh">
#!/bin/bash
# OpenROAD 26Q1-2900-gdf79404cd8, Yosys 0.63+post, stock flow scripts
make -C /OpenROAD-flow-scripts/flow DESIGN_CONFIG=/design/flow/config.mk WORK_HOME=/design/flow/orfs finish
</file>
==> summary.rpt <==
FLOW METRICS REPORT
----------------------------------------------------
[Yosys]
  Yosys xor share ........................ 3.89%
  Chip area from the yosys synthesis statistics ........................ 418 um2
  MUX area fraction ........................ 10.8%
  Mapped Cells ........................ 34
  #FFs+latches synth ........................ 13
  AO/OA Area Share ........................ 0%
  Cells in synth_stat.txt ........................ 34
  Fa+ha+maj area frac ........................ 0%
  Part of the Yosys area used for sequential elements ........................ 62.3%
  Average footprint of a synthesized cell ........................ 12.3 um2
  Top non-seq family ........................ simple AND/OR/NAND/NOR gates
  Ys Warns ........................ 1
  Synth Area in Simple Gates ........................ 21.9%
  Count of distinct cell types in the synthesized netlist ........................ 7
  Synthesized area ........................ 418 um2

[Drt]
  Via count ........................ 293
  Detailed-route DRC error count ........................ 0
  Number of diodes ........................ 0
  Routed Wire Length ........................ 965 um
  Starting DRT DRC Count ........................ 12
  Number of nets with antenna violations after routing ........................ 0
  DRT Pass-1 Iters ........................ 2
  Post-DR wirelength/cell ........................ 9.37 um
  Via density per instance ........................ 2.84

[Cells and area]
  Area overhead of the layout relative to synthesis ........................ 63.8%
  Filler-free cell count of the finished design ........................ 103
  Layout cell share with drive strength beyond 1 ........................ 43.9%
  Max reg flops ........................ 13
  Top register by number of flip-flops ........................ crc
  Biggest regs ........................ crc: 13 flops

[Final timing]
  Final hold violation count ........................ 0
  Ratio of final minimum period to clock period ........................ 96.6%
  Worst setup slack after layout ........................ 0.0377 ns
  Maximum frequency from static timing analysis ........................ 941 MHz
  Worst clock skew ........................ 0.00162 ns
  Shortest period the worst path allows ........................ 1.06 ns
  RSZ-0062 raised after global routing ........................ no
  Total of endpoints with negative setup slack in the final report ........................ 0
  Final worst hold slack ........................ 0.458 ns
  Remaining max-slew budget at the tightest pin ........................ 92.7%
  Transition time at the pin with the least slew margin ........................ 0.110 ns
  Slew Limit Fails ........................ 0
  Setup Total Neg Slack ........................ 0 ns

[Setup path]
  Worst endpoint required time ........................ 0.88 ns
  Endpoint kind of the worst setup timing path ........................ output port
  Setup CP Type ........................ reg -> out
  RR Endpoint ........................ crc[3]
  Highest fanout seen on the critical path ........................ 3
  Setup slack of the worst register-to-register path ........................ 0.09 ns
  Element type at the critical path start ........................ flip-flop
  Critical path cell sequence ........................ dlygate4sd2_1
  Family of cells with the greatest summed delay on the critical path ........................ flip-flops
  Delay contributed by the slowest stage of the critical path ........................ 0.33 ns
  Reg2Reg Launch Point ........................ crc[12]
  WP data arrival ........................ 0.84 ns
  Worst R2R Path Depth ........................ 3
  Crit-path slowest cell ........................ sky130_fd_sc_hd__dfxtp_2
  Combined buffer and inverter count along the critical path ........................ 1

[Run]
  MaxCap Viol Count ........................ 0
  Tool warning count ........................ 25

[Clock network]
  Num CTS Buffers ........................ 3
  Post-CTS Hold Buffers ........................ 0
  Insertion delay at the late pin of the worst-skew pair ........................ 0.26 ns
  TritonCTS Sinks ........................ 13
  Clock slew seen by the registers of the worst setup and hold paths ........................ 0.07 ns
  Deepest clock path buffer count ........................ 2
  Level count of the clock H-tree ........................ 1
  CTS tree ........................ yes
  Root Buffer ........................ sky130_fd_sc_hd__clkbuf_4

[Global routing]
  Largest net degree at the start of global routing ........................ 10
  Via count of the first global-routing pass ........................ 283
  Combined global-route utilization of all metal layers ........................ 2.97%
  Wire length of the first global-routing pass ........................ 1.46 mm
  Sum of overflow across all layers after global routing ........................ 0
  Antenna violations before repair ........................ 0

[Floorplanning]
  Chip height ........................ 80 um
  FP Core Util ........................ 12.2%
  Die Size ........................ 6400 um2
  Top-level port count ........................ 16
  Rows ........................ 21
  Width of the die ........................ 80 um
  Area of the placeable core ........................ 3420 um2

[Pwr]
  Max IR drop VDD ........................ 270 uV
  Total power density per cell area ........................ 1260 nW/um2
  Leakage power ........................ 0.327 nW

[Run status]
  Status ........................ completed

[Min path]
  Terminating pin of the worst hold path ........................ crc[8]
  Hold path depth ........................ 1
  Hold Path Class ........................ reg -> reg
  Startpoint of the most critical hold path ........................ crc[7]

[Placed design]
  Placed insts ........................ 97
  GPL Wtd Cong ........................ 0.635
  Count of input and output buffers ........................ 15
  Post-DP HPWL ........................ 735 um
  Worst slack at placement ........................ -0.295 ns

----------------------------------------------------
layer usage:
metal / track usage (%) / wire length [um] / vias up
li1: - / - / 150
met1: 3.47 / 415 / 131
met2: 3.45 / 347 / 10
met3: 3.30 / 193 / 2
met4: 0.704 / 8 / 0
met5: 0 / 0 / -
logic make-up (layout without fill, tap and decap cells):
group | count (synthesis) | count (layout)
DFF | 13 | 13
xor gates and xnor gates | 1 | 1
muxes | 3 | 3
and+or+nand+nor | 16 | 16
buffers and inverters | 1 | 24
cell usage in the layout, fill, tap and decap left out, drive strengths merged:
| master | synthesis | layout |
|---|---|---|
| buf | 1 | 5 |
| dfxtp | 13 | 13 |
| mux2 | 3 | 3 |
| clkbuf | 0 | 4 |
| nor2b | 11 | 11 |
| clkdlybuf4s15 | 0 | 1 |
| xnor2 | 1 | 1 |
| clkdlybuf4s50 | 0 | 1 |
| and2b | 1 | 1 |
| nor2 | 4 | 4 |
| dlygate4sd2 | 0 | 13 |
cell usage after synthesis (all sizes together):
master	instances	share of area, %
buf	1	1.2
nor2	4	3.6
xnor2	1	3.9
mux2	3	11
nor2b	11	16
and2b	1	1.8
dfxtp	13	62
layout make-up:
class | instances | area [um2]
Clock buffer | 4 | 26.3
Fill cell | 375 | 2730
Multi-Input combinational cell | 20 | 153
Sequential cell | 13 | 277
Tap cell | 46 | 57.6
Timing Repair Buffer | 20 | 171
worst max-delay path by stage:
stage,depth (start not counted),startpoint,endpoint
after CTS,1,crc[0],crc[0]
after global routing,1,crc[12],crc[12]
final,1,crc[2],crc[2]
report_power, final:
| group | total, mW | internal [mW] | switching [mW] |
|---|---|---|---|
| clock | 0.278 | 0.140 | 0.138 |
| combinational | 0.0846 | 0.0573 | 0.0273 |
| sequential | 0.501 | 0.491 | 0.00994 |
| total | 0.864 | 0.689 | 0.175 |
what timing repair did:
item | in CTS | in global routing
buffers inserted | 3 | 0
gates cloned | 0 | 0
pin swaps | 1 | 0
gates resized | 27 | 1
setup endpoints to repair | 16 | 1
stage by stage:
step / instance area, um2 / utilization (%) / power [mW]
global route: 684 / 20.0 / 0.913
global placement: 643 / 18.8 / 0.600
detailed placement: 643 / 18.8 / 0.600
finish: 684 / 20.0 / 0.864
CTS: 683 / 20.0 / 0.890
floorplan: 418 / - / 0.538
No activity file was given, so power comes from the tool's default toggle rates.
